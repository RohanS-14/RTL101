File: design.v
module binaryen(p,y);
input [7:0]p;
output [3:0]y;
assign y[0]=p[7]||p[5]||p[3]||p[1];
assign y[1]=p[7]||p[6]||p[3]||p[2];
assign y[2]=p[7]||p[6]||p[5]||p[4];
endmodule
module prici(i,h,idle);
input [7:0] i;
output [7:0] h;
output idle;
assign h[7]=i[7];
assign h[6]=(i[6])&(~i[7]);
assign h[5]=(i[5])&(~i[6])&(~i[7]);
assign h[4]=(i[4])&(~i[5])&(~i[6])&(~i[7]);
assign h[3]=(i[3])&(~i[4])&(~i[5])&(~i[6])&(~i[7]);
assign h[2]=(i[2])&(~i[3])&(~i[4])&(~i[5])&(~i[6])&(~i[7]);
assign h[1]=(i[1])&(~i[2])&(~i[3])&(~i[4])&(~i[5])&(~i[6])&(~i[7]);
assign h[0]=(i[0])&(~i[1])&(~i[2])&(~i[3])&(~i[4])&(~i[5])&(~i[6])&(~i[7]);
assign idle=(~i[0])&(~i[1])&(~i[2])&(~i[3])&(~i[4])&(~i[5])&(~i[6])&(~i[7]);
endmodule
module topmodule(i,y,idle);
input [7:0]i;
output [2:0]y;
output idle;
wire [7:0]x;
prici b1(i,x,idle);
binaryen b2(x,y);
endmodule
File: constraint.sdc
current_design topmodule

set clk_period 1.0
set clk_io_pct 0.2

create_clock -name clk0 -period $clk_period

set non_clock_inputs [all_inputs -no_clocks]
set_input_delay [expr $clk_period * $clk_io_pct] -clock clk0 $non_clock_inputs
set_output_delay [expr $clk_period * $clk_io_pct] -clock clk0 [all_outputs]
File: run.sh
#!/bin/bash
# OpenROAD 26Q1-2900-gdf79404cd8, Yosys 0.63+post, stock flow scripts
make -C /OpenROAD-flow-scripts/flow DESIGN_CONFIG=/design/flow/config.mk WORK_HOME=/design/flow/orfs finish
File: config.mk
export PLATFORM = sky130hd
export DESIGN_NAME = topmodule
export DESIGN_NICKNAME = topmodule
export VERILOG_FILES = /design/flow/design.v
export SDC_FILE = /design/flow/constraint.sdc
export NUM_CORES = 4
export LEC_CHECK = 1
export CORE_AREA = 10 10 70 70
export DIE_AREA = 0 0 80 80
==> impl_metrics.ini <==
; implementation run metrics
[setup_path]
endpoint_kind = output pin
start_kind = input port
worstPathRequired_ns = 0.80
cpPeakStageDelay_ns = 0.52
crit_path_frequent_cell = buf_6
crit_path_max_fanout = 2
path_cells = buf_6 -> or4_4 -> nand2b_4 -> buf_6 -> o221ai_2 -> buf_2
path_class = input port to output pin
slowest_stage = or4_4
cp.arrival_ns = 1.34

[global_route]
antenna_found_initial = 0
grt_max_degree = 3
grt_pass1_wl_um = 669
grt_use_total_pct = 1.20
grt_pass1_vias = 149
overflow = 0

[yosys]
topCellsByArea = o221ai_2 (18%), nand2b_4 (16%), inv_1 (13%), or4_4 (13%), nor3_2 (12%)
topCombFamilyByArea = simple AND/OR/NAND/NOR gates
ys_seq_share_pct = 0
synth-adder-area-share_pct = 0
syn_inst = 11
synth_top_area_share_pct = 17.9
top_area_cell = o221ai_2
synth-xor-area-share_pct = 0
yosys_warnings = 1
synth_area_um2 = 83.8
ys_area_um2 = 83.8
yosysUniqueCellTypes = 9
avgSynthCellArea_um2 = 7.62
simple_gate_share_pct = 53.7
synthAoiAreaFrac_pct = 32.8
synth_top_cell_by_count = inv_1
mux_area_share_pct = 0
ys_cells = 11

[power]
vdd_drop_max_mv = 0.0201
leakagePower_nw = 0.131
p_total_mw = 0.0814
power.density_mw_per_mm2 = 262

[timing]
max_slew_margin_pct = 86.9
fin_hold_ws_ns = 0.734
rsz0062_at_grt = yes
max_freq_mhz = 648
hold_viol = 0
worstMarginPinSlew_ns = 0.197
setup_viol = 3
fin_crit_sh_pct = 154
tns_ns = -1.30
setup_ws_ns = -0.543
report.final.slew_viol_count = 0
period_minus_slack_ns = 1.54

[routing]
drt-initial-drc-count = 0
post_drt_via_cell_ratio = 2.08
wire_per_inst_um = 6.33
antennaDiodeCount = 0
via_count = 158
wl_um = 481
postRouteAntennaNets = 0
drt_pre_antenna_iters = 1
drc_errors = 0

[placed_design]
place_congestion = 0.744
io_buffer_count = 12

[flow_run]
cap_violations = 0
tool_warnings = 35

[floorplan]
die_width_um = 80
die_h_um = 80
core_mm2 = 0.00342
rows = 21
fp_util_pct = 2.45
io-pin-count = 12
die_area_mm2 = 0.00640

[run_status]
status = complete, but fails checks
failed_checks = negative setup slack

[min_path]
min_path_type = input port to output pin

[layout]
final_core_util_pct = 9.08
regArea_um2 = 0
syn2layout_area_growth_pct = 270
clock_buffers = 0
nFlopsAndLatches = 0
drive_above_1_share_pct = 76.7

[cts]
postCtsHoldBufs = 0
## cell type report
cell class,instances,area [um^2]
fillers,396,3110
well taps,46,57.6
inverters,3,11.3
repair buffers,19,156
multi-input cells,8,85.1
## cell families after synthesis
family | count (synthesis)
simple gates | 5
compound gates | 3
buf+inv | 3
## layer usage
layer	global-route usage [%]	vias up	part of all wire (%)
li1	-	78	-
met1	1.71	68	55
met2	1.69	12	30
met3	0.568	0	15
met4	0	0	0
met5	0	-	0
## layout by cell type, fill, tap and decap left out
master,synthesis,routed
buf_6,0,6
buf_2,0,6
buf_4,0,4
inv_1,3,3
clkdlybuf4s50_1,0,2
or4_4,1,1
nor2_4,0,1
nand2b_4,1,1
nor3_2,1,1
a21oi_1,1,1
o221ai_2,1,1
nor2_2,1,1
o31ai_2,0,1
dlygate4sd2_1,0,1
## path summary, 6_finish.rpt
| check | startpoint | to | cells after the start |
|---|---|---|---|
| worst min-delay path | i[7] | y[1] | 5 |
| worst max-delay path | i[7] | y[0] | 6 |
## through the flow
| stage | setup slack [ns] | cells | cell area (um^2) |
|---|---|---|---|
| floorplan | -0.175 | 11 | 83.8 |
| global placement | -1.16 | 73 | 292 |
| detailed placement | -1.17 | 73 | 292 |
| CTS | -0.549 | 76 | 303 |
| global route | -0.597 | 76 | 310 |
| finish | -0.543 | 76 | 310 |
## power breakdown
part	switching [mW]	internal, mW
Sequential	0	0
Clock	0	0
Combinational	0.0293	0.0521
## repair_timing
item,in CTS,in global routing
pin swaps,4,1
setup endpoints to repair,4,4
buffers inserted,3,0
gates resized,42,2
## critical path: cells and delay by family
kind                   cells  cell delay (ns)
AND-OR/OR-AND              1             0.13
buffers and inverters      3             0.32
AND/OR/NAND/NOR            2             0.68
Power figures rest on the tool's default switching activity, not on a simulated workload.
